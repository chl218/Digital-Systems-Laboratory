==> flow/design.v <==
module addsub #(parameter WIDTH = 8) (
  input                    clk,
  input [WIDTH-1:0]        dataa,
  input [WIDTH-1:0]        datab,
  input                    add_sub,	   
  output logic [WIDTH-1:0] result
);
   assign result = add_sub ? (dataa + datab) : (dataa - datab);
endmodule
module counter_down  #(parameter WIDTH = 8) (
  input                    clk,
  input                    reset,
  input                    en,
  output logic [WIDTH-1:0] result
);
   always @(posedge clk)
      if(reset) 
         result <= 7;
      else if(en) 
         result <= result - 1;
endmodule   
module mux2 #(parameter WIDTH = 8) (
   input        [WIDTH-1:0] d0, d1, 
   input                    s, 
   output logic [WIDTH-1:0] y
);
   assign y = s ? d1 : d0;
endmodule
module mux3 #(parameter WIDTH = 8) (
   input        [WIDTH-1:0] d0, d1, d2,
   input        [1:0]       s, 
   output logic [WIDTH-1:0] y
);
   always_comb begin
      case(s)
         2'b00: y = d0;
         2'b01: y = d1;
         2'b10: y = d2;
         2'b11: y = d2;
      endcase
   end
endmodule
module mux5 (input        d0, d1, d2, d3, d4,
             input [2:0]  s, 
             output logic y);
   always_comb
      case(s)
         3'b000:  y = d0;
         3'b001:  y = d1;
         3'b010:  y = d2;
         3'b011:  y = d3;
         3'b100:  y = d4;
         default: y = 1'b0;
      endcase
endmodule
module register_hl # (parameter WIDTH = 16) (
   input                       clk,
   input        [WIDTH/2-1:0]  inh,
   input        [WIDTH/2-1:0]  inl,
   input                       loadh,
   input                       loadl,
   input                       clear,
   output logic [WIDTH-1:0]    out
);
   always_ff @ (posedge clk, posedge clear) begin
      if(clear)
         out <= 0;
      else begin
         if(loadh) out[WIDTH-1:WIDTH/2] <= inh;
         if(loadl) out[WIDTH/2-1:0]     <= inl;
      end
  end 
endmodule
module register # (parameter WIDTH = 8) (
    input                    clk,
    input        [WIDTH-1:0] in,
    input                    load,
    input                    clear,
    output logic [WIDTH-1:0] out
);
    always @ (posedge clk, posedge clear)
        if(clear)
            out <= 0;
        else if(load)
            out <= in;
endmodule
module robs_control_unit_micro(
	input clk, reset,
	input zq, zy, zr,
	output [14:0] c,
	output logic done
);
    wire load_incr;
    wire [4:0] upc;
    wire [22:0] uinstr;
    upcreg upc_reg(clk, reset, load_incr, uinstr[19:15], upc);
    mux5 cs_mux(1'b0, zq, zr, zy, 1'b1, uinstr[22:20], load_incr);
    rom control_memory(upc, uinstr);
	assign c = uinstr[14:0];
    always_latch 
        if(reset) 
            done = 0;
        else if(upc == 17) 
            done = 1;
endmodule
module robs_datapath #(parameter WIDTH = 8) (
   input                clk,
   input                reset,
   input  [WIDTH-1:0]   multiplier, 
   input  [WIDTH-1:0]   multiplicand,
   input  [14:0]        c,
   output [WIDTH*2-1:0] product,
   output               zq,
   output               zr
);
   wire [WIDTH-1:0] y, a, in_x, x, in_rh, in_rl, alu_out, q;
   wire [WIDTH*2-1:0] r, sr;
   register reg_y(.clk(clk)
                 ,.in(multiplicand)
                 ,.load(c[0])
                 ,.clear(1'b0)
                 ,.out(y));
   register reg_a(.clk(clk)
                 ,.in(r[WIDTH*2-1:WIDTH])
                 ,.load(c[14])
                 ,.clear(c[2])
                 ,.out(a));
   register reg_x(.clk(clk)
                 ,.in(in_x)
                 ,.load(c[3])
                 ,.clear(1'b0)
                 ,.out(x));
   register_hl reg_r(clk, in_rh, in_rl, c[8], c[9], 1'b0, r);
   right_shift_register sign_ext(clk, c[12], r, c[11], sr); 
   mux2 #(8) mux_x(multiplier, r[WIDTH-1:0], c[7], in_x);
   mux3 #(8) mux_rh(a, sr[WIDTH*2-1:WIDTH], alu_out, c[5:4], in_rh);
   mux2 #(8) mux_rl(x, sr[WIDTH-1:0], c[6], in_rl);
   addsub addsub(.clk(clk)
                ,.dataa(r[WIDTH*2-1:WIDTH])
                ,.datab(y)
                ,.add_sub(c[10])
                ,.result(alu_out));
   counter_down decrement8(clk, c[1], c[13], q);
   assign product = {a,x};
   assign zr = ~r[0];
   assign zq = ~q[0] & ~q[1] & ~q[2];
endmodule
module robsmult #(parameter WIDTH = 8) (
    input clk,
    input reset,
    input [WIDTH-1:0] multiplier,
    input [WIDTH-1:0] multiplicand,
    output [WIDTH*2-1:0] product,  
    output done  
);
   wire[14:0] c;  
   wire zq, zy, zr;
   robs_control_unit_micro cu(clk, reset, zq, zy, zr, c, done);   
   robs_datapath dp(clk, reset, multiplier, multiplicand, c, product, zq, zr);
   assign zy = ~multiplicand[WIDTH-1];
endmodule
module rom (
   input   [4:0] addr, 
   output [22:0] data
);
   logic  [22:0] mem[17:0];
   initial begin
      mem[00] = 23'b00000001000000000000011;
      mem[01] = 23'b00000010000000000001100;
      mem[02] = 23'b00000011000001100000000;
      mem[03] = 23'b00101100000000000000000;
      mem[04] = 23'b01000110000000000000000;
      mem[05] = 23'b00000110000010100100000;
      mem[06] = 23'b01101001000000000000000;
      mem[07] = 23'b00001000001000000000000;
      mem[08] = 23'b10001010000000000000000;
      mem[09] = 23'b00001010001100000000000;
      mem[10] = 23'b00001011010001101010000;
      mem[11] = 23'b10000011000000000000000;
      mem[12] = 23'b01001110000000000000000;
      mem[13] = 23'b00001110000000100100000;
      mem[14] = 23'b00001111001000000000000;
      mem[15] = 23'b00010000000001101010000;
      mem[16] = 23'b00010001100000010001000;
      mem[17] = 23'b10010001000000000000000;
   end
   assign data = mem[addr];
endmodule
module right_shift_register #(parameter WIDTH = 16) ( 
   input                    clk,
   input                    enable,
   input        [WIDTH-1:0] in,      
   input                    mode,    
   output logic [WIDTH-1:0] out      
);
   logic [WIDTH-1:0] sr_out;
   always @(posedge clk) begin
      if(enable) begin
         sr_out[WIDTH-2:0] <= in[WIDTH-1:1];
         sr_out[WIDTH-1]   <= mode ? 1'b0 : in[WIDTH-1]; 
      end
   end
   assign out = sr_out;
endmodule
module toprobertsons(input         clk
                    ,input         reset
                    ,input  [ 7:0] multiplier    
                    ,input  [ 7:0] multiplicand  
                    ,output [15:0] product       
                    ,output        done          
                    );
   robsmult mult(clk, reset, multiplier, multiplicand, product, done);
endmodule
module upcreg (
   input              clk,
   input              reset,
   input              load_incr,
   input        [4:0] upc_next,
   output logic [4:0] upc
);
   always_ff @ (posedge clk, posedge reset) begin
      if(reset)
         upc <= 5'b00000;
      else
         upc <= load_incr ? upc_next : (upc + 1'b1);
   end
endmodule    
==> flow/run.sh <==
#!/bin/bash
# OpenROAD 26Q1-2900-gdf79404cd8, Yosys 0.63+post, stock flow scripts
make -C /OpenROAD-flow-scripts/flow DESIGN_CONFIG=/design/flow/config.mk WORK_HOME=/design/flow/orfs finish
==> flow/config.mk <==
export PLATFORM = sky130hd
export DESIGN_NAME = toprobertsons
export DESIGN_NICKNAME = toprobertsons
export VERILOG_FILES = /design/flow/design.v
export SDC_FILE = /design/flow/constraint.sdc
export NUM_CORES = 4
export LEC_CHECK = 1
export CORE_UTILIZATION = 50
==> flow/constraint.sdc <==
current_design toprobertsons

set clk_period 1.2
set clk_io_pct 0.2

create_clock -name clk0 -period $clk_period [get_ports {clk}]

set non_clock_inputs [all_inputs -no_clocks]
set_input_delay [expr $clk_period * $clk_io_pct] -clock clk0 $non_clock_inputs
set_output_delay [expr $clk_period * $clk_io_pct] -clock clk0 [all_outputs]
==> Changelog: implementation <==
### Implementation results

- DP Cell Count: 429
- Register-to-Register Path Depth: 11
- Count of mapped cells out of synthesis: 271
- CP max-delay cell: dfrtp_2
- Final setup viols: 89
- Top Registers: mult.dp.reg_r.out: 16 flops, mult.dp.sign_ext.sr_out: 16 flops
- First-pass GRT wire length: 11900 microns
- YS chip area: 3380 sq um
- FF-to-FF End: mult.dp.reg_r.out[13]
- Place WS: -1.31 ns
- Largest stage delay, worst path: 0.42 ns
- RSZ-0062 raised after global routing: true
- Top cells by area: edfxtp_1 43%, mux2_2 10%, dfrtp_1 9.6%
- Synthesis warning total: 9
- Antenna fix cells: 0
- Failing checks: negative setup slack
- Asr flop ratio synth: 20.0%
- Flops & latches, synth: 65
- Slew HR: 76.2%
- Clock Pin Slew Worst Setup and Hold Paths: 0.07 ns
- Syn avg cell area: 12.5 sq um
- Pin count of the biggest net entering global routing: 24
- Initial antenna violation count: 0
- Std cell rows: 29
- Post-route clock period utilization: 205%
- GPL Wtd Cong: 0.898
- Hpwl dp: 4830 microns
- Total stage count of the critical path: 11
- Worst path top cell family by delay: AND-OR/OR-AND gates
- OpenROAD warning count: 34
- Distinct lib cells: 50
- First drt pass iteration count: 21
- Fmax: 0.406 GHz
- Worst path required time: 1.29 ns
- Die Wd: 84.2 microns
- DR vias: 2487
- Avg WL per Cell: 15.1 microns
- Clock Latency Late Sink: 0.33 ns
- Min Tclk post-route: 2.47 ns
- Iter 0 DRT Violations: 92
- Reg2reg start: mult.cu.upc_reg.upc[1]
- Total congestion overflow: 0
- Die Height: 84.2 microns
- Final Hold Fails: 0
- Drt via density: 5.24
- TritonCTS Buffers: 9
- Max-capacitance violation count: 0
- Reg2Reg Setup Slack: -1.27 ns
- Yosys top cell by area: edfxtp_1
- # DRC: 0
- Worst-margin pin slew: 0.357 ns
- Core ar.: 6420 sq um
- Peak supply drop: 1.10 mV
- PwrDens: 909 nW/um^2
- Yosys top cell area share: 42.6%
- Vias in the first global route: 2487
- Critical Path Fanout Max: 6
- Number of unconstrained endpoints: 2
- CTS root buf: clkbuf_8
- Register pins left without a clock: 1
- H-tree Lvls: 3
- Die ar.: 7100 sq um
- Number of flops mapped to enable cells by yosys: 48
- CTS Buffer Depth: 2
- CP cell instances: inv_2 > ha_4 > nor4bb_4 > buf_4 > mux2_4 > ha_4 > a211oi_4 > o21ai_1 > a21oi_1 > xor2_1 > o21ai_1
- All-Layer GR Usage: 22.7%
- Routed Antenna Nets: 0
- Final Slew Violations: 0
- Min-delay worst type: primary input to async pin
- Area growth syn-to-layout: 53.5%
- I/O pin cnt: 35
- Critical path buffer and inverter count: 2
- Yosys cell count: 271
- Outcome: complete, but fails checks
- Startpoint types: register
- Main flop type: edfxtp_1
- Fp util: 52.7%
- Lkg Pwr: 2.00 nW
- Share of layout cells above drive strength 1: 48.5%
- Mapped cell area: 3380 sq um
- TritonCTS clock tree: built
- Crit. End Element: register
- Port buffer count: 34
- Setup TNS: -60.53 ns
- Routed wire length: 7190 microns
- Cell Count, Final, Fillers Out: 475
- Fin worst setup slack: -1.27 ns
- Worst Path Arrival: 2.56 ns
- CP Class: register to register
- Clk_skew: 0.00751 ns
[synthesized netlist by cell type, types with 2 or more instances]
master	number
nand3_1	3
buf_6	3
dfxtp_1	3
nor2b_1	5
a21oi_1	14
edfxtp_1	48
o211ai_1	3
a211oi_1	4
inv_2	2
nand2_1	16
buf_2	6
xor2_1	7
mux2i_1	9
nand2b_1	2
nor3_1	5
nand3b_1	3
a31oi_1	3
nor4_1	2
mux2_2	30
clkbuf_1	2
o21ai_0	11
a22oi_1	2
a21boi_0	2
or3_1	2
inv_1	13
o31ai_1	2
xnor2_1	4
nor2_1	16
dfrtp_1	13
ha_1	16
[metrics by stage]
step / instance area (sq um) / power (W) / hold WS (ns) / utilization, %
after floorplan: 3630 / 0.00243 / 0.0248 / -
after global placement: 4460 / 0.00249 / 0.435 / 69.4
after detailed placement: 4460 / 0.00249 / 0.437 / 69.4
after CTS: 5070 / 0.00477 / 0.155 / 78.9
after global routing: 5190 / 0.00489 / 0.182 / 80.8
final: 5190 / 0.00472 / 0.175 / 80.8
[cell type report]
cell class                 instances  area (sq um)
clock buffer                       9           124
inverter                          15          61.3
multi-input combinational        178          1800
timing repair buffer             124          1140
tap                               77          96.3
clock inverter                     7           128
sequential                        65          1850
fill                             360          1230
[logic make-up (layout without fill, tap and decap cells)]
group	after synthesis	after routing	synth area share, %
AOI/OAI and AO/OA	49	49	9.69
xor gates and xnor gates	11	11	2.85
latches	1	1	0.444
muxes	41	41	13.4
and+or+nand+nor	60	60	8.95
buffers and inverters	28	155	4.11
adders and majority gates	17	17	6.51
DFF	64	64	54.0
[per-layer routing]
metal | vias to the layer above | GRT usage (%) | part of all wire [%]
met4 | 0 | 2.19 | 0.96
met5 | - | 0 | 0
li1 | 1246 | - | -
met1 | 1174 | 37.1 | 47
met3 | 8 | 5.78 | 5.4
met2 | 59 | 34.8 | 46
[worst max-delay path by stage]
stage / start / endpoint / slack [ns]
after global routing: mult.cu.upc_reg.upc[1] / mult.dp.reg_r.out[13] / -1.41
final: mult.cu.upc_reg.upc[1] / mult.dp.reg_r.out[13] / -1.27
after CTS: mult.cu.upc_reg.upc[1] / mult.dp.reg_r.out[13] / -1.26
[cell usage in the layout (no fill, tap or decap), types with 3 or more instances in the layout]
cell / n
xnor2_1: 3
nand2_4: 3
mux2i_1: 7
clkbuf_2: 7
o211ai_1: 3
inv_1: 11
nand2_1: 11
edfxtp_1: 48
clkdlybuf4s15_1: 9
nor3_1: 4
nand3b_1: 3
mux2_2: 4
bufinv_16: 3
a21oi_1: 10
ha_1: 9
xor2_1: 7
o21ai_1: 7
dfrtp_2: 3
dfrtp_1: 10
o21ai_0: 4
clkdlybuf4s50_1: 18
mux2_4: 27
buf_4: 68
buf_12: 8
dfxtp_1: 3
ha_4: 6
a31oi_1: 3
nor2b_1: 3
nor2_1: 14
buf_6: 12
clkbuf_8: 9
[power breakdown]
part	switching (W)	internal (W)
Combinational	0.0000162	0.0000650
Clock	0.000870	0.00141
Sequential	0	0.00236
Total	0.000886	0.00383
[what timing repair did]
item                       in CTS  in global routing
resized                        86                 16
pin swaps                      20                 14
buffers inserted               14                 17
setup endpoints to repair     105                101
hold buffers                    0                  0
Power and IR drop assume default switching activity.
