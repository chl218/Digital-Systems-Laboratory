==> flow/run.sh <==
#!/bin/bash
# OpenROAD 26Q1-2900-gdf79404cd8, Yosys 0.63+post, stock flow scripts
make -C /OpenROAD-flow-scripts/flow DESIGN_CONFIG=/design/flow/config.mk WORK_HOME=/design/flow/orfs finish
==> flow/config.mk <==
export PLATFORM = sky130hd
export DESIGN_NAME = traffic
export DESIGN_NICKNAME = traffic
export VERILOG_FILES = /design/flow/design.v
export SDC_FILE = /design/flow/constraint.sdc
export NUM_CORES = 4
export LEC_CHECK = 1
export CORE_AREA = 10 10 87 87
export DIE_AREA = 0 0 97 97
==> flow/constraint.sdc <==
current_design traffic

set clk_period 1.3
set clk_io_pct 0.2

create_clock -name clk0 -period $clk_period [get_ports {clk}]

set non_clock_inputs [all_inputs -no_clocks]
set_input_delay [expr $clk_period * $clk_io_pct] -clock clk0 $non_clock_inputs
set_output_delay [expr $clk_period * $clk_io_pct] -clock clk0 [all_outputs]
==> flow/design.v <==
module traffic(
   input              clk,
                      rst,
                      Ta,
                      Tb,   
   output logic [1:0] La, 
                      Lb    
);
   logic la, lb;
   assign la = La[1];
   assign lb = Lb[1];
   traffic_fsm NS(.clk(clk)
                 ,.rst(rst)
                 ,.Tself(Ta)
                 ,.Tother(Tb)
                 ,.Lother(lb)
                 ,.hasPriority(1'b1)
                 ,.Lself(La));
   traffic_fsm EW(.clk(clk)
                 ,.rst(rst)
                 ,.Tself(Tb)
                 ,.Tother(Ta)
                 ,.Lother(la)
                 ,.hasPriority(1'b0)
                 ,.Lself(Lb));
endmodule
module traffic_fsm(
   input clk,
   input rst,
   input Tself,
   input Tother,
   input Lother,
   input hasPriority,
   output logic [1:0] Lself
);
   parameter S00 = 4'h0;
   parameter S01 = 4'h1;
   parameter S02 = 4'h2;
   parameter S03 = 4'h3;
   parameter S04 = 4'h4;
   parameter S05 = 4'h5;
   parameter S06 = 4'h6;
   parameter S07 = 4'h7;
   parameter S08 = 4'h8;
   parameter S09 = 4'h9;
   parameter S10 = 4'hA;
   logic [3:0] state;
   logic [3:0] next_state;
   always_ff @(posedge clk, posedge rst)
      if(rst)
         state <= 0;
      else
         state <= next_state;
   always_comb 
      if(rst) 
         next_state = S00;
      else
         case(state) 
            S00:                                 
               if(Tself && Tother)
                  next_state = hasPriority ? S01 : S00;   
               else if(Tself && Lother)
                  next_state = S01;
               else 
                  next_state = S00;
            S01: next_state = S02;               
            S02: next_state = Tother ? S08       
                                     : (Tself ? S02 : S03);
            S03: next_state = S04;               
            S04: next_state = S05;               
            S05: next_state = S06;               
            S06: next_state = S07;               
            S07: next_state = S00;               
            S08: next_state = S09;               
            S09: next_state = S03;               
            default: next_state = S00;
         endcase
      always_comb
         case(state)
            S00:     Lself = 2'b10;  
            S01:     Lself = 2'b10;  
            S06:     Lself = 2'b01;  
            S07:     Lself = 2'b01;  
            default: Lself = 2'b00;  
         endcase
endmodule
==> results.txt <==
Num Clock Sinks - 20
Area reported by Yosys stat - 737 sq um
Switching power share of the total - 17.4%
Internal power - 0.00110 W
Detailed router's first-iteration violation count - 27
Outcome - complete, no violations
Critical Setup Path Class - flip-flop to output port
Vias after detailed routing - 481
Count of cells along the worst register-to-register path - 4
Register-to-Register Setup Slack - 0.13 ns
FILL cells - 592
Worst R2R End - EW.state[0]$_DFF_PP1_
Syn. warnings - 1
Setup repair after global routing missed its margin - false
Max Fclk - 0.802 GHz
Max_cap viols - 0
Detail-routed via count per cell - 3.14
HPWL after detailed placement - 1020 um
Hold-fix buffers, CTS - 0
Mean cell area of the mapped netlist - 13.2 sq um
Count of port buffers added during placement - 7
GRT Residual Overflow - 0
Aggregate global-route resource usage - 3.02%
Number of cell instances after yosys synthesis - 56
Part of the total power dissipated in combinational logic - 7.5%
Clock tree skew after final layout - 0.00508 ns
CTS tree - built
Starting density of the core - 13.1%
Routability cong. - 0.684
1st-pass router iterations - 2
Cells after Synth - 56
Critical Path Fanout Max - 2
Worst Setup SP - EW.state[5]$_DFF_PP0_
Chip height - 97 um
Area share of the leading cell type in the synthesized netlist - 61.1%
Insertion Delay late pin - 0.25 ns
P_leak - 0.514 nW
Clock power frac - 44.3%
Final standard cell area without fillers - 0.00105 sq mm
Number of synthesized register bits - 20
Sequential group share of total power - 48.2%
Num ports - 8
Number of antenna violations at the first check in global routing - 0
Standard-cell rows - 27
PwrDens - 1270 mW/mm^2
Pin count of the biggest net entering global routing - 13
Average wire length per cell after detail routing - 8.48 um
Kind of capture point of the worst setup path - output port
Inserted Diodes - 0
Slew Limit Headroom - 83.8%
Horizontal die size - 97 um
Maximum count of clock buffers along a single path - 2
DRT antenna net count - 0
Top cells by area in the synthesized netlist - dfrtp_1, nor2b_1, dfstp_2, a31oi_1, a211o_1
Final Cycle Share - 95.9%
Final routed DRC violation total - 0
Net Sw Power - 0.000233 W
CP Data Required Time - 1.04 ns
Via count of the first global-routing pass - 530
Core box area - 0.00564 sq mm
Final setup viols - 0
Sequential cell area - 503 sq um
Number of failing hold endpoints at the final stage - 0
Category of the worst setup path launch point - flip-flop
Wire length of the first global-routing pass - 2400 um
Number of buffers added by the clock tree synthesis step - 3
Final min period - 1.25 ns
# H-tree levels - 1
Post-Place Setup Slack - -0.0545 ns
Transition at the pin with the smallest max-transition slack - 0.243 ns
OpenROAD warning count - 25
Seq share, synth - 68.3%
CTS clock-pin slew for the worst setup and hold paths - 0.07 ns
Slew Viols, Final - 0
Maximum ir drop on the vdd rail - 0.416 mV
Clock Root Buffer - clkbuf_8
Syn Std Cell Area - 737 sq um
Fraction of final layout cells with drive strength greater than 1 - 39.5%
Launch instance of the worst register-to-register path - NS.state[0]$_DFF_PP1_
Crit path arrival time - 0.99 ns
Area enclosed by the die boundary - 0.00941 sq mm
Area occupied by multi-input gates - 201 sq um
Number of unique standard cell types used by synthesis - 16
Signed area change from the synthesized netlist to the final layout - 43.1%
Detailed-route wire length - 1300 um
Library cell with the largest summed area after synthesis - dfrtp_1
Type of the most critical hold path - input pin to asynchronous set/reset pin
Placed cell areas - 953 sq um
Worst-case setup margin in the final layout - 0.0537 ns
## worst max-delay path, stage by stage, from the launching register on
cell and delay, ns:
dfrtp_1 0.39, or2_4 0.24, buf_2 0.11
## metal layers
layer	vias up	routed length, um	global-route usage, %	part of all wire (%)
met2	7	648	4.96	50
met3	0	77	1.72	5.9
li1	233	-	-	-
met4	0	0	0.113	0
met5	-	0	0	0
met1	241	571	3.52	44
## stage by stage
| step | total power, W | TNS, ns | std cells | hold WS [ns] | utilization [%] |
|---|---|---|---|---|---|
| 4_1_cts | 0.00135 | 0 | 151 | 0.264 | 18.3 |
| 6_report | 0.00134 | 0 | 153 | 0.264 | 18.7 |
| 2_1_floorplan | 0.000702 | 0 | 56 | 0.241 | - |
| 5_1_grt | 0.00140 | 0 | 153 | 0.269 | 18.7 |
| 3_3_place_gp | 0.000751 | -0.209 | 143 | 0.442 | 16.9 |
| 3_5_place_dp | 0.000754 | -0.262 | 143 | 0.448 | 16.9 |
## worst max path at each step
stage / to / cells after the start
CTS: La[0] / 2
global route: Lb[1] / 2
finish: Lb[1] / 2
## power groups by stage
stage     clock (W)  sequential [W]  combinational [W]
6_report   0.000592        0.000644           0.000101
5_1_grt    0.000638        0.000645           0.000114
4_1_cts    0.000605        0.000644          0.0000997
## logic make-up (layout without fill, tap and decap cells)
kind of cell    after synthesis  in the layout  synth area share [%]
simple gates                 22             22                  18.7
flops                        20             20                  68.3
compound gates                8              8                  7.98
buf+inv                       6             31                  5.09
## state kept, by name (all words and copies together), names as in the netlist
register,flops
NS.state,10
EW.state,10
## synth_stat cells (all sizes together)
library cell  number
dfrtp             18
nor2b             10
a31oi              4
nor2               4
or2                4
buf                3
inv                3
a211o              2
and3               2
dfstp              2
nand3              1
nor3b              1
o2111a             1
o21ai              1
## layout make-up
cell class | instances | area share (%)
well taps | 72 | 8.54
multi-input cells | 30 | 19.1
repair buffers | 24 | 16.8
clock inverters | 1 | 2.85
inverters | 3 | 1.07
flip-flops and latches | 20 | 47.7
clock buffers | 3 | 3.91
## cells in the final DEF (no fill, tap or decap)
master / synthesis / final
and3_1: 2 / 2
or2_4: 2 / 4
inv_1: 3 / 3
o21ai_1: 1 / 1
buf_2: 0 / 4
a211o_1: 2 / 2
nor3b_1: 1 / 1
bufinv_16: 0 / 1
clkdlybuf4s50_1: 0 / 3
o2111a_1: 1 / 1
dfrtp_1: 18 / 18
nand3_2: 1 / 1
nor2_1: 4 / 4
a31oi_1: 4 / 4
dfstp_2: 2 / 2
buf_4: 2 / 17
nor2b_1: 10 / 10
clkbuf_8: 0 / 3
## repair_timing
action                                  4_1_cts  5_1_grt
pin swaps                                     2        2
endpoints found under the setup margin        4        4
buffers inserted                              4        2
resized                                      12        2
Power is estimated from default activity; no workload was simulated.
