## ./constraint.sdc

```tcl
current_design encoder

set clk_period 1.5
set clk_io_pct 0.2

create_clock -name clk0 -period $clk_period [get_ports {clk}]

set non_clock_inputs [all_inputs -no_clocks]
set_input_delay [expr $clk_period * $clk_io_pct] -clock clk0 $non_clock_inputs
set_output_delay [expr $clk_period * $clk_io_pct] -clock clk0 [all_outputs]
```

## ./run.sh

```bash
#!/bin/bash
# OpenROAD 26Q1-2900-gdf79404cd8, Yosys 0.63+post, stock flow scripts
make -C /OpenROAD-flow-scripts/flow DESIGN_CONFIG=/design/flow/config.mk WORK_HOME=/design/flow/orfs finish
```

## ./config.mk

```make
export PLATFORM = sky130hd
export DESIGN_NAME = encoder
export DESIGN_NICKNAME = encoder
export VERILOG_FILES = /design/flow/design.v
export SDC_FILE = /design/flow/constraint.sdc
export NUM_CORES = 4
export LEC_CHECK = 1
export CORE_AREA = 10 10 70 70
export DIE_AREA = 0 0 80 80
```

## ./design.v

```verilog
module LFSR(
   input       clk,
   input       lfsr_init,
   input       lfsr_en,
   input [7:0] lfsr_tab,
   input [7:0] lfsr_init_state,
   output logic [7:0] state_o
);
   logic [7:0] state;
   always_ff @(posedge clk) begin
      if(lfsr_init) begin
         state <= lfsr_init_state;
      end
      else begin
         if(lfsr_en) begin
            state <= {state[6:0], ^(state & lfsr_tab)};
         end
      end
   end  
   assign state_o = state;
endmodule
module dmem #(parameter WIDTH = 8) (
   input              clk,
   input              init,
   input              wen,     
   input  [WIDTH-1:0] raddr,   
   input  [WIDTH-1:0] waddr,   
   input  [WIDTH-1:0] data_i,
   output [WIDTH-1:0] data_o
);
   logic [WIDTH-1:0] mem[2**WIDTH];   
   initial begin
   end
   assign data_o = mem[raddr] ;   
   always_ff @ (posedge clk)
      if(init) 
         for(int i = 0; i < 60; i++) 
            mem[i] = 8'hA0;
      else
         if(wen)
            mem[waddr] <= data_i;
endmodule
module encoder #(parameter WIDTH = 8)(
   input        clk, 
   input        init,
   output logic done
);
   parameter STATE00 = 0;
   parameter STATE01 = 1;
   parameter STATE02 = 2;
   parameter STATE03 = 3;
   parameter STATE04 = 4;
   parameter STATE05 = 5;
   logic [3:0] state;
   logic [3:0] state_next;
   logic [WIDTH-1:0] raddr, raddr_next;
   logic [WIDTH-1:0] waddr, waddr_next;
   logic [WIDTH-1:0] data_i;
   logic [WIDTH-1:0] data_o;
   logic [WIDTH-1:0] padding, padding_next;
   logic dmem_wen;
   dmem dm (.clk(clk)
           ,.init(init)
           ,.wen(dmem_wen)
           ,.raddr(raddr)
           ,.waddr(waddr)
           ,.data_i(data_i)
           ,.data_o(data_o));
   logic [WIDTH-1:0] lfsr_tab;
   logic [WIDTH-1:0] lfsr_init_state;
   logic [WIDTH-1:0] lfsr_state;
   logic lfsr_init;
   logic lfsr_en;
   LFSR lfsr(.clk(clk)
            ,.lfsr_init(lfsr_init)
            ,.lfsr_en(lfsr_en)
            ,.lfsr_tab(lfsr_tab)
            ,.lfsr_init_state(data_o)
            ,.state_o(lfsr_state));
   logic [WIDTH-1:0] msg_padded;
   assign msg_padded = state == STATE03 ? 8'b1010_0000 : data_o;  
   assign data_i = state == STATE03 ? (lfsr_state ^ 8'b1010_0000)
                                    : (lfsr_state ^ data_o); 
   always_comb begin
      case(state) 
         STATE02: lfsr_init = 1;
         default: lfsr_init = 0;
      endcase
      case(state) 
         STATE03: begin lfsr_en = 1; dmem_wen = 1; end
         STATE04: begin lfsr_en = 1; dmem_wen = 1; end
         default: begin lfsr_en = 0; dmem_wen = 0; end
      endcase
      case(state)
         STATE01: state_next = STATE02;
         STATE02: state_next = padding == 0 ? STATE04 : STATE03;
         STATE03: state_next = padding == 1 ? STATE04 : STATE03;
         STATE04: state_next = STATE04;
         default: state_next = init ? STATE00 : STATE01;
      endcase
      case(state)
         STATE01: raddr_next = 63;
         STATE02: raddr_next = 0;
         STATE03: raddr_next = 0;
         STATE04: raddr_next = raddr + 1'b1;
         default: raddr_next = 62;
      endcase;
      case(state)
         STATE03: waddr_next = waddr + 1'b1;
         STATE04: waddr_next = waddr + 1'b1;
         default: waddr_next = 64;
      endcase 
      case(state)
         STATE00: padding_next = data_o;
         STATE03: padding_next = padding - 1'b1;
         default: padding_next = padding;
      endcase 
   end
   logic[5:0] counter;
   always_ff @(posedge clk)
      if(init) begin
         counter  <= 0;
         state    <= 0;
         raddr    <= 61;
      end
      else begin
         counter <= counter + 1'b1;
         state   <= state_next;
         waddr   <= waddr_next;
         raddr   <= raddr_next;
         padding <= padding_next;
         if(state == STATE01) lfsr_tab        <= data_o;
      end
   assign done = &counter;
endmodule
```

==> impl_metrics.prom <==
# HELP chip_impl_metric Implementation results
# TYPE chip_impl_metric gauge
chip_impl_metric{name="die_x",unit="µm"} 80
chip_impl_metric{name="pd_cells",unit="nW/µm²"} 878
chip_impl_metric{name="tightest_slew",unit="ps"} 247
chip_impl_metric{name="n_antenna_cell",unit=""} 0
chip_impl_metric{name="vias_per_cell",unit=""} 2.49
chip_impl_metric{name="yosys_cells",unit=""} 24
chip_impl_metric{name="gp_congestion",unit=""} 0.642
chip_impl_metric{name="first_global_vias",unit=""} 203
chip_impl_metric{name="power.leakage",unit="nW"} 0.128
chip_impl_metric{name="rrSetupSlack",unit="ps"} 460
chip_impl_metric{name="setup-tns-final",unit="ps"} 0
chip_impl_metric{name="final_period_minus_worst_setup_slack",unit="ps"} 1400
chip_impl_metric{name="largest_reg_flops",unit=""} 6
chip_impl_metric{name="postRouteWirelength",unit="µm"} 468
chip_impl_metric{name="die-height",unit="µm"} 80
chip_impl_metric{name="numCtsBuffers",unit=""} 3
chip_impl_metric{name="stage_log_warnings",unit=""} 25
chip_impl_metric{name="finalSetupViolCount",unit=""} 0
chip_impl_info{name="top_register",value="counter"} 1
chip_impl_metric{name="core",unit="µm²"} 3420
chip_impl_info{name="setup.worst_path.start_class",value="flip-flop"} 1
chip_impl_metric{name="track_usage",unit="%"} 1.74
chip_impl_metric{name="synth-seq-cells",unit=""} 6
chip_impl_metric{name="fraction_of_layout_cells_with_a_size_suffix_above_1",unit="%"} 41.2
chip_impl_metric{name="grt_start_max_net_pins",unit=""} 8
chip_impl_metric{name="antenna_found_initial",unit=""} 0
chip_impl_metric{name="ys_sh_adder",unit="%"} 5.29
chip_impl_metric{name="drt-pass1-iter-count",unit=""} 2
chip_impl_metric{name="fin_crit_sh",unit="%"} 93.5
chip_impl_metric{name="worst_hold_path_cell_count",unit=""} 2
chip_impl_info{name="hp-class",value="flip-flop to flip-flop"} 1
chip_impl_info{name="clock_tree_from_tritoncts",value="yes"} 1
chip_impl_metric{name="area.growth.synth_to_final",unit="%"} 66.7
chip_impl_metric{name="ios",unit=""} 3
chip_impl_info{name="grt_setup_unrepaired",value="no"} 1
chip_impl_metric{name="slew_headroom",unit="%"} 83.5
chip_impl_metric{name="yosys.stat.chipArea",unit="µm²"} 236
chip_impl_info{name="timing.rr.end",value="counter[2]$_SDFF_PP0_"} 1
chip_impl_metric{name="clock_sink_count",unit=""} 6
chip_impl_metric{name="xor_area_share",unit="%"} 11.1
chip_impl_metric{name="compound_area_share",unit="%"} 3.17
chip_impl_metric{name="global_route.overflow_total",unit=""} 0
chip_impl_metric{name="crit_path_max_fanout",unit=""} 2
chip_impl_metric{name="max-vdd-ir-drop",unit="mV"} 0.547
chip_impl_metric{name="rows",unit=""} 21
chip_impl_metric{name="synthDistinctLibCells",unit=""} 12
chip_impl_metric{name="drcViolationCount",unit=""} 0
chip_impl_metric{name="htree_levels",unit=""} 1
chip_impl_metric{name="drt_iter0_drc",unit=""} 2
chip_impl_info{name="beginning_of_the_worst_hold_path",value="counter[5]$_SDFF_PP0_"} 1
chip_impl_metric{name="synth_area_per_cell",unit="µm²"} 9.85
chip_impl_metric{name="achievable-frequency",unit="MHz"} 713
chip_impl_metric{name="ys_sh_mux",unit="%"} 0
chip_impl_metric{name="cp_data_required_time",unit="ps"} 1200
chip_impl_metric{name="fp_util",unit="%"} 6.92
chip_impl_metric{name="finalHoldWorstSlack",unit="ps"} 505
chip_impl_metric{name="clock_skew",unit="ps"} 0.827
chip_impl_metric{name="finalHoldViolations",unit=""} 0
chip_impl_metric{name="synthCells",unit=""} 24
chip_impl_metric{name="grt_pass1_wl",unit="µm"} 862
chip_impl_metric{name="worst_skew_pair.late_latency",unit="ps"} 240
chip_impl_metric{name="timing.max_cap.violations",unit=""} 0
chip_impl_metric{name="detailroute.via_count",unit=""} 199
chip_impl_metric{name="detail_route.wl_per_cell",unit="µm"} 5.85
chip_impl_info{name="worst_setup_path_end_kind",value="output pin"} 1
chip_impl_metric{name="netlist_area",unit="µm²"} 236
chip_impl_info{name="critical_path.reg2reg.startpoint",value="counter[0]$_SDFF_PP0_"} 1
chip_impl_metric{name="chip_area",unit="µm²"} 6400
chip_impl_metric{name="clkSlewWorstSetupHoldPaths",unit="ps"} 40
chip_impl_info{name="run_status",value="completed"} 1
chip_impl_metric{name="yosysSeqAreaShare",unit="%"} 50.8
chip_impl_metric{name="synth_warnings",unit=""} 3
chip_impl_metric{name="ys_sh_simple",unit="%"} 29.6
chip_impl_info{name="reg.largest.list",value="counter x6"} 1
chip_impl_info{name="cp_class",value="flip-flop to output pin"} 1
chip_impl_metric{name="portBuffers",unit=""} 2
chip_impl_info{name="post_synth_main_logic_family",value="simple AND/OR/NAND/NOR gates"} 1
chip_impl_metric{name="slew_viol_final",unit=""} 0
chip_impl_metric{name="max-clock-path-buffers",unit=""} 2
chip_impl_metric{name="final_core_util",unit="%"} 11.5
chip_impl_info{name="clk_root_buffer_cell",value="sky130_fd_sc_hd__clkbuf_4"} 1
chip_impl_metric{name="reg2reg_depth",unit=""} 5
chip_impl_metric{name="arrival",unit="ps"} 1100
chip_impl_info{name="hold_path_end",value="counter[5]$_SDFF_PP0_"} 1
chip_impl_metric{name="route.antenna.remaining_nets",unit=""} 0
## through the flow
step | cells | instance area, µm² | setup WS (ps) | power (mW)
final | 80 | 394 | 97.9 | 0.346
after global routing | 80 | 394 | 6.45 | 0.376
after CTS | 80 | 380 | 23.0 | 0.349
after detailed placement | 76 | 344 | -26.8 | 0.200
after global placement | 76 | 344 | -0.410 | 0.198
after floorplan | 24 | 236 | 503 | 0.184
## worst max path at each step
stage	endpoint	startpoint	slack, ps	depth (start not counted)
4_1_cts	done	counter[1]$_SDFF_PP0_	20	4
6_report	done	counter[0]$_SDFF_PP0_	100	4
5_1_grt	done	counter[0]$_SDFF_PP0_	6	4
## worst max-delay path: stages, from the launching register on
cell and delay [ps]:
sky130_fd_sc_hd__dfxtp_2 340, sky130_fd_sc_hd__ha_4 140, sky130_fd_sc_hd__nand3_2 90, sky130_fd_sc_hd__nor2_1 110
sky130_fd_sc_hd__clkdlybuf4s15_1 190
## what timing repair did
action / in CTS / in global routing
endpoints found under the setup margin: 1 / 1
pin swaps: 2 / 2
gates resized: 3 / 4
buffers inserted: 1 / 0
hold buffers: 0 / 0
## cells in the mapped netlist
library cell / number / share of area, %
sky130_fd_sc_hd__xor2_1: 2 / 7.4
sky130_fd_sc_hd__nand3_2: 1 / 4.2
sky130_fd_sc_hd__nor2b_1: 1 / 2.6
sky130_fd_sc_hd__o21bai_1: 1 / 3.2
sky130_fd_sc_hd__xnor2_1: 1 / 3.7
sky130_fd_sc_hd__nand2b_1: 1 / 2.6
sky130_fd_sc_hd__ha_1: 1 / 5.3
sky130_fd_sc_hd__nand3_1: 1 / 2.1
sky130_fd_sc_hd__dfxtp_1: 6 / 51
sky130_fd_sc_hd__nand2_1: 2 / 3.2
sky130_fd_sc_hd__nor2_1: 6 / 9.5
sky130_fd_sc_hd__nor4_2: 1 / 5.3
## cells in the final DEF (no fill, tap or decap), drive strengths merged
cell / n
nor2: 6
dfxtp: 6
buf: 5
clkbuf: 3
nand3: 2
nand2: 2
xor2: 2
nor2b: 1
nand2b: 1
nor4: 1
o21bai: 1
xnor2: 1
ha: 1
clkdlybuf4s50: 1
clkdlybuf4s15: 1
## cell type report
| cell class | count | area (µm²) |
|---|---|---|
| fill | 398 | 3020 |
| multi-input combinational | 18 | 134 |
| sequential | 6 | 123 |
| timing repair buffer | 7 | 57.6 |
| tap | 46 | 57.6 |
| clock buffer | 3 | 22.5 |
## per-layer routing
layer / track usage (%) / part of all wire, % / wire [µm]
met1: 2.14 / 53 / 247
met2: 2.09 / 36 / 169
met3: 1.70 / 11 / 51
met4: 0.352 / 0 / 0
met5: 0 / 0 / 0
## cells by family after synthesis
group | count (synthesis)
AND-OR/OR-AND | 1
XOR/XNOR | 3
adder cells (fa/ha/maj) | 1
flip-flops | 6
AND/OR/NAND/NOR | 13
## report_power, final
| group | internal, mW | total [mW] | switching, mW | leakage (nW) |
|---|---|---|---|---|
| Clock | 0.0900 | 0.141 | 0.0509 | 0.0138 |
| Sequential | 0.168 | 0.175 | 0.00702 | 0.0495 |
| Combinational | 0.0192 | 0.0298 | 0.0106 | 0.0651 |
Power figures rest on the tool's default switching activity, not on a simulated workload.
